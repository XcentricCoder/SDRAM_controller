==> flow/run.sh <==
#!/bin/bash
# OpenROAD 26Q1-2900-gdf79404cd8, Yosys 0.63+post, stock flow scripts
make -C /OpenROAD-flow-scripts/flow DESIGN_CONFIG=/design/flow/config.mk WORK_HOME=/design/flow/orfs finish
==> flow/config.mk <==
export PLATFORM = sky130hd
export DESIGN_NAME = sdram_aref
export DESIGN_NICKNAME = sdram_aref
export VERILOG_FILES = /design/flow/design.v
export SDC_FILE = /design/flow/constraint.sdc
export NUM_CORES = 4
export LEC_CHECK = 1
export CORE_AREA = 10 10 98 98
export DIE_AREA = 0 0 108 108
==> flow/constraint.sdc <==
current_design sdram_aref

set clk_period 2.6
set clk_io_pct 0.2

create_clock -name clk0 -period $clk_period [get_ports {sys_clk}]

set non_clock_inputs [all_inputs -no_clocks]
set_input_delay [expr $clk_period * $clk_io_pct] -clock clk0 $non_clock_inputs
set_output_delay [expr $clk_period * $clk_io_pct] -clock clk0 [all_outputs]
==> flow/design.v <==
module sdram_aref(
    input wire sys_clk,
    input wire sys_rst_n,
    input wire init_end,
    input wire aref_en,
    output reg aref_req,
    output reg [3:0] aref_cmd_out,
    output reg [1:0] aref_ba_out ,
    output reg [11:0] aref_addr_out ,
    output reg aref_end
    );
    parameter AREF_IDLE = 3'b000,
              AREF_PRECHARGE = 3'b001,
              AREF_WAIT_TRP = 3'b011,
              AREF_AUTO_REF = 3'b010,
              AREF_WAIT_TRFC = 3'b100,
              AREF_END = 3'b101;
    reg [2:0] aref_state;
    parameter SINGLE_ROW_COUNT = 11'd1550;
    reg [10:0] clk_count;
    always@(posedge sys_clk or negedge sys_rst_n)
    if(sys_rst_n == 1'b0)
        clk_count <= 11'b0;
     else if(clk_count >= SINGLE_ROW_COUNT)
        clk_count <= 11'b0;
     else if (init_end)
        clk_count <= clk_count + 1'b1;
    always@(posedge sys_clk or negedge sys_rst_n)
    if(sys_rst_n == 1'b0)
        aref_req <= 1'b0;
     else if(clk_count >= (SINGLE_ROW_COUNT - 1'b1))
        aref_req <= 1'b1;
     else if (aref_state == AREF_PRECHARGE)
        aref_req <= 1'b0;
      wire trp_end, trfc_end;
      reg [2:0] wait_count;
      reg wait_count_rst;        
    always@(*)
    begin
     case (aref_state)
        AREF_IDLE, AREF_PRECHARGE, AREF_AUTO_REF : wait_count_rst <= 1'b1;
        AREF_WAIT_TRP: wait_count_rst <=( trp_end == 1'b1) ? 1'b1 : 1'b0;
        AREF_WAIT_TRFC: wait_count_rst <=( trfc_end == 1'b1) ? 1'b1 : 1'b0;
        AREF_END:   wait_count_rst <= 1'b1;
        default:    wait_count_rst <= 1'b0;
     endcase
    end
    always@(posedge sys_clk or negedge sys_rst_n)
    begin
    if(sys_rst_n == 1'b0)
        wait_count <= 3'd0;
     else if(wait_count_rst == 1'b1)
        wait_count <= 3'd0;
     else
        wait_count <= wait_count + 3'd1;    
     end
    always@(posedge sys_clk or negedge sys_rst_n)
    if(sys_rst_n == 1'b0)
        aref_end <= 1'b0;
    else if(aref_state == AREF_END)
        aref_end <= 1'b1;
    else
        aref_end <= 1'b0;
     parameter TRP_COUNT = 2'd2;
     parameter TRFC_COUNT = 3'd7;
     assign trp_end = ((aref_state == AREF_WAIT_TRP) && (wait_count == TRP_COUNT) ) ? 1'b1: 1'b0;
     assign trfc_end = ((aref_state == AREF_WAIT_TRFC) && (wait_count == TRFC_COUNT) ) ? 1'b1: 1'b0;
     reg [1:0] count_auto_ref ;
     always@(posedge sys_clk or negedge sys_rst_n) begin
     if(sys_rst_n == 1'b0)begin
        aref_state <= AREF_IDLE;
     end
     else
     case(aref_state)
     AREF_IDLE: begin
     if(aref_en == 1'b1 && init_end == 1'b1)
        aref_state <= AREF_PRECHARGE;
     else
        aref_state <= AREF_IDLE;  
     end
     AREF_PRECHARGE: begin
        aref_state <= AREF_WAIT_TRP;
     end
     AREF_WAIT_TRP: begin
        if(trp_end == 1'b1)
            aref_state <= AREF_AUTO_REF;
        else
            aref_state <= AREF_WAIT_TRP;    
     end
     AREF_AUTO_REF: begin
     aref_state <= AREF_WAIT_TRFC;
     end
     AREF_WAIT_TRFC: begin
        if(trfc_end == 1'b1)
            aref_state <= AREF_END;
        else
            aref_state <= AREF_WAIT_TRFC;    
     end     
     AREF_END: begin
        aref_state <= AREF_IDLE;
     end  
     default: begin
        aref_state <= AREF_IDLE;  
        end
     endcase
     end
    parameter PRECHARGE = 4'b0010,
              AUTOREFRESH = 4'b0001,
              NOP = 4'b0111;
   always@(posedge sys_clk or negedge sys_rst_n)
   if(sys_rst_n == 1'b0)
      begin
        aref_cmd_out <= NOP;
        aref_ba_out <= 2'b11;
        aref_addr_out <= 12'hfff;
      end  
      else 
      case(aref_state)
        AREF_IDLE, AREF_WAIT_TRP,AREF_WAIT_TRFC:
            begin
            aref_cmd_out <= NOP;
            aref_ba_out <= 2'b11;
            aref_addr_out <= 12'hfff;
            end
        AREF_PRECHARGE:
            begin
            aref_cmd_out <= PRECHARGE;
            aref_ba_out <= 2'b11;
            aref_addr_out <= 12'hfff;
            end
         AREF_AUTO_REF:
            begin
            aref_cmd_out <= AUTOREFRESH;
            aref_ba_out <= 2'b11;
            aref_addr_out <= 12'hfff;
            end
         AREF_END:
            begin
            aref_cmd_out <= NOP;
            aref_ba_out <= 2'b11;
            aref_addr_out <= 12'hfff;
            end
         default:
         begin      
            aref_cmd_out <= NOP;
            aref_ba_out <= 2'b11;
            aref_addr_out <= 12'hfff;
            end
      endcase    
endmodule
==> reports/metrics.cfg <==
[worst_setup_path]
worst-endpoint-required_ns = 2.79
worstReg2RegStart = clk_count[0]
max_stage_delay_ns = 0.66
regToRegSetupSlack_ns = 0.98
cp_max_fo = 9
setup.worst_path.end_class = register
critPathBufInv = 1
critical_path.startpoint_type = input port
path_cells = clkdlybuf4s50_1 -> nand3_1 -> or4_1 -> a21oi_1
worstSetupStartpoint = init_end
worstPathArrival_ns = 2.08
critical_path.top_delay_family = simple AND/OR/NAND/NOR gates
critical_path.slowest_cell = sky130_fd_sc_hd__clkdlybuf4s50_1
crit_type = in2reg

[clock_tree]
cts-buffers-inserted = 3
htree_levels = 1
clock_tree_from_tritoncts = yes
cts-hold-fix-buffers = 0
clock_tree.buffer_depth = 2
clk_transition_reported_paths_ns = 0.08
clk_root_buffer_cell = sky130_fd_sc_hd__clkbuf_8
cts.sinks = 25
count_of_instances_resized_after_the_clock_tree_is_built = 0
cts.repair_timing.setup_buffer_count = 0
clock.latency.late_pin_ns = 0.26

[final_layout]
areaGrowthSynthToFinish_pct = 14.8
final_layout_size_suffix_gt1_share_pct = 12.4
num-fill-cells = 811
final_cells = 231
utilization_pct = 19.0

[logic_synthesis]
ys_seq_share_pct = 49.9
synth_warnings = 1
synth-seq-cells = 25
synth_cell_types = 32
syn-instance-count = 120
synth_chip_area_sq_um = 1260
netlist_area_sq_um = 1260
ys_cells = 120
synthesis.area_per_instance_sq_um = 10.5

[timing]
worst_clock_skew_ns = 0.00284
slew_violations = 0
worst_slew_pin_slew_ns = 0.558
post-route-min-period_ns = 1.89
finalCritPeriodShare_pct = 72.7
setup_viol = 0
fmax_mhz = 529
timing.max_slew.rel_slack_pct = 62.7
grt_setup_unrepaired = no
final_critical_path_setup_slack_ns = 0.710
final_hold_viol_count = 0
setup_tns_final_ns = 0

[floorplan]
fp.dieW_um = 108
number_of_ports_placed_on_the_die_boundary = 24
die_area_sq_um = 11700
floorplan.rows = 32
fp-utilization_pct = 16.5
coreArea_sq_um = 7650
die-height_um = 108

[run]
max_cap_violations = 0
warnings = 28

[pwr]
max-vdd-ir-drop_mv = 0.301
power_per_cell_area_nw_per_um2 = 660
power.leakage_uw = 0.000644

[global_route]
number_of_antenna_violations_at_the_first_check_in_global_routing = 0
grt_usage_pct = 3.66
grt_start_max_net_pins = 26
globalRouteOverflowTotal = 0
number_of_global_route_vias_before_repair = 757
grt_first_pass_wirelength_um = 3580

[min_path]
min-delay-path-class = reg2reg
worst_hold_startpoint = aref_state[4]

[status]
outcome = finished, final reports clean

[route]
detail_route.antenna_diodes = 0
drt_first_iter_violations = 22
routed_len_inst_um = 9.01
via_count = 784
drt-pass1-iter-count = 4
route.antenna.remaining_nets = 0
vias_per_cell = 3.39
route.final.wire_length_um = 2080
detail_route.drc_violations = 0

[place]
dp_worst_setup_slack_ns = 0.456
buffer_ports.inserted = 8
detailed_place_hpwl_um = 1590
placedCellCount = 227
gp_congestion = 0.813

worst reg2reg max path: cells and delay by family, from the launching register on:
family / cells / cell delay (ns)
buffers and inverters: 1 / 0.07
AND-OR/OR-AND: 3 / 0.81
adder cells (fa/ha/maj): 1 / 0.20
flip-flops: 1 / 0.47
cell type report:
| class | instances | area (sq um) | area share [%] |
|---|---|---|---|
| inverter | 11 | 41.3 | 2.84 |
| clock buffer | 3 | 41.3 | 2.84 |
| sequential | 25 | 631 | 43.4 |
| timing repair buffer | 9 | 87.6 | 6.03 |
| clock inverter | 1 | 5.00 | 0.345 |
| tap | 102 | 128 | 8.79 |
| multi-input combinational | 80 | 519 | 35.7 |
registers in the layout, summed over array words and instances, names as in the netlist:
name and count:
aref_end 1, aref_state 6, aref_cmd_out 3, aref_req 1
wait_count 3, clk_count 11
routing by layer:
metal	routed length, um	part of all wire (%)	track usage, %	vias up
li1	-	-	-	400
met1	1150	55	5.75	358
met2	757	36	4.96	24
met3	131	6.3	0.964	2
met4	45	2.2	0.573	0
met5	0	0	0	-
final timing paths:
kind / to / depth (start not counted)
worst max-delay path: clk_count[7] / 4
worst min-delay path: aref_end / 0
worst max register to register: clk_count[1] / 5
worst min register to register: aref_end / 0
max in group asynchronous: aref_state[0] / 2
min in group asynchronous: aref_end / 2
placed cells by master (no fill, tap or decap):
master and instances:
sky130_fd_sc_hd__nor4_2 1, sky130_fd_sc_hd__a31oi_2 1, sky130_fd_sc_hd__nand2b_1 1, sky130_fd_sc_hd__o31ai_1 3, sky130_fd_sc_hd__dfstp_2 4, sky130_fd_sc_hd__or3_4 1
sky130_fd_sc_hd__clkdlybuf4s50_1 8, sky130_fd_sc_hd__dfrtp_1 21, sky130_fd_sc_hd__nor2_2 3, sky130_fd_sc_hd__buf_4 1, sky130_fd_sc_hd__or3_1 2, sky130_fd_sc_hd__and2_1 1
sky130_fd_sc_hd__ha_1 6, sky130_fd_sc_hd__nand4_4 1, sky130_fd_sc_hd__nand2_1 6, sky130_fd_sc_hd__xor2_1 3, sky130_fd_sc_hd__nand4_1 2, sky130_fd_sc_hd__o311ai_0 1
sky130_fd_sc_hd__xnor2_1 1, sky130_fd_sc_hd__conb_1 15, sky130_fd_sc_hd__a31oi_1 2, sky130_fd_sc_hd__a21oi_1 5, sky130_fd_sc_hd__and3b_1 1, sky130_fd_sc_hd__clkbuf_8 3
sky130_fd_sc_hd__nor2_1 6, sky130_fd_sc_hd__o21ai_0 4, sky130_fd_sc_hd__nand3_1 3, sky130_fd_sc_hd__and3_1 1, sky130_fd_sc_hd__inv_1 11, sky130_fd_sc_hd__a21o_1 3
sky130_fd_sc_hd__or4_1 5, sky130_fd_sc_hd__clkinv_2 1, sky130_fd_sc_hd__o211ai_1 1, sky130_fd_sc_hd__a211oi_1 1
metrics by stage:
step / cell area (sq um) / power [uW] / hold WS [ns]
floorplan: 1310 / 708 / 0.224
global placement: 1410 / 744 / 0.411
detailed placement: 1410 / 745 / 0.408
CTS: 1450 / 972 / 0.428
global route: 1450 / 1040 / 0.444
finish: 1450 / 959 / 0.432
kinds of logic after synthesis:
| logic type | synth area share [%] |
|---|---|
| AOI/OAI and AO/OA | 11.0 |
| xor gates and xnor gates | 2.77 |
| adders and majority gates | 5.93 |
| buffers and inverters | 13.0 |
| DFF | 49.9 |
| other | 0.594 |
| and+or+nand+nor | 16.9 |
cell usage after synthesis:
master / instances / area share [%]
sky130_fd_sc_hd__dfrtp_1: 21 / 42
sky130_fd_sc_hd__or3_4: 1 / 0.89
sky130_fd_sc_hd__o311ai_0: 1 / 0.69
sky130_fd_sc_hd__nand4_4: 1 / 1.7
sky130_fd_sc_hd__o21ai_0: 4 / 1.6
sky130_fd_sc_hd__ha_1: 6 / 5.9
sky130_fd_sc_hd__buf_4: 15 / 8.9
sky130_fd_sc_hd__o31ai_1: 3 / 1.8
sky130_fd_sc_hd__buf_2: 2 / 0.79
sky130_fd_sc_hd__a31oi_1: 2 / 0.99
sky130_fd_sc_hd__a21o_1: 3 / 1.8
sky130_fd_sc_hd__nand3_1: 3 / 1.2
sky130_fd_sc_hd__a21oi_1: 5 / 2.0
sky130_fd_sc_hd__dfstp_2: 4 / 8.3
sky130_fd_sc_hd__and2_1: 1 / 0.49
sky130_fd_sc_hd__conb_1: 2 / 0.59
sky130_fd_sc_hd__inv_1: 11 / 3.3
sky130_fd_sc_hd__nand4_1: 2 / 0.99
sky130_fd_sc_hd__and3b_1: 1 / 0.69
sky130_fd_sc_hd__a31oi_2: 1 / 0.99
sky130_fd_sc_hd__xnor2_1: 1 / 0.69
sky130_fd_sc_hd__or4_1: 5 / 3.0
sky130_fd_sc_hd__nor4_2: 1 / 0.99
sky130_fd_sc_hd__nand2_1: 6 / 1.8
sky130_fd_sc_hd__nor2_1: 6 / 1.8
sky130_fd_sc_hd__o211ai_1: 1 / 0.59
sky130_fd_sc_hd__xor2_1: 3 / 2.1
sky130_fd_sc_hd__nand2b_1: 1 / 0.49
sky130_fd_sc_hd__and3_1: 1 / 0.49
sky130_fd_sc_hd__or3_1: 2 / 0.99
sky130_fd_sc_hd__a211oi_1: 1 / 0.59
sky130_fd_sc_hd__nor2_2: 3 / 1.5
where the power goes:
group	switching (uW)	total [uW]	leakage, uW	internal (uW)
combinational	104	190	0.000300	86.3
sequential	102	546	0.000318	443
clock	116	223	0.0000255	107
Power is estimated from default activity; no workload was simulated.
