$ cat design/flow/config.mk
export PLATFORM = sky130hd
export DESIGN_NAME = sdram_init
export DESIGN_NICKNAME = sdram_init
export VERILOG_FILES = /design/flow/design.v
export SDC_FILE = /design/flow/constraint.sdc
export NUM_CORES = 4
export LEC_CHECK = 1
export CORE_AREA = 10 10 97 97
export DIE_AREA = 0 0 107 107
$ cat design/flow/constraint.sdc
current_design sdram_init

set clk_period 2.4
set clk_io_pct 0.2

create_clock -name clk0 -period $clk_period [get_ports {sys_clk}]

set non_clock_inputs [all_inputs -no_clocks]
set_input_delay [expr $clk_period * $clk_io_pct] -clock clk0 $non_clock_inputs
set_output_delay [expr $clk_period * $clk_io_pct] -clock clk0 [all_outputs]
$ cat design/flow/design.v
`timescale 10ns / 1ps
module sdram_init(
input wire sys_clk,
input wire sys_rst_n,
output reg [3:0] init_cmd,
output reg [1:0] init_ba,
output reg [11:0] init_addr,
output wire init_done
    );
    parameter count_power_on = 14'd15000;
    reg [13:0] count_150us;
    wire power_on_wait_done;
    always @(posedge sys_clk or negedge sys_rst_n)begin
    if(!sys_rst_n)
        count_150us<= 14'd0;
    else if(count_150us==count_power_on)
        count_150us<= 14'd0;
    else
        count_150us <= count_150us +14'd1;
    end 
    assign power_on_wait_done = (count_150us==count_power_on);
    parameter WAIT_150U = 3'd0,
              PRECHARGE = 3'd1,
              WAIT_TRP  = 3'd2,
              AUTOREFRESH = 3'd3,
              WAIT_TRFC = 3'd4,
              LOAD_MODE = 3'd5,
              WAIT_TMRD = 3'd6,
              INIT_DONE = 3'd7;
    reg [2:0] init_state;
    reg [2:0] count_clock;
    reg rst_clock_count;
    always @(posedge sys_clk or negedge sys_rst_n)begin
    if(!sys_rst_n)
        count_clock <= 3'd0;
    else if(rst_clock_count)
        count_clock <= 3'd0;
    else if(count_clock != 3'd7)
        count_clock <= count_clock +14'd1;
    end 
    parameter TRP_COUNT = 3'd2;
    parameter TRFC_COUNT = 3'd7;
    parameter TMRD_COUNT = 3'd2;
    wire trp_end= ( init_state == WAIT_TRP) && (count_clock== TRP_COUNT);
    wire trfc_end= ( init_state == WAIT_TRFC) && (count_clock== TRFC_COUNT);
    wire tmrd_end= ( init_state == WAIT_TMRD) && (count_clock== TMRD_COUNT);
    always@(*)begin
    rst_clock_count = 1'b1;
    case(init_state) 
        WAIT_150U: rst_clock_count = 1'b1;
        WAIT_TRP : rst_clock_count = trp_end ? 1'b1: 1'b0;
        WAIT_TRFC : rst_clock_count = trfc_end ? 1'b1: 1'b0;
        WAIT_TMRD : rst_clock_count = tmrd_end ? 1'b1: 1'b0;
        default : rst_clock_count = 1'b1;
    endcase
    end
    reg [2:0] cnt_auto_ref;
    always@(posedge sys_clk or negedge sys_rst_n)
    if(!sys_rst_n) begin
        init_state <= WAIT_150U;
        cnt_auto_ref <= 3'd0;
        end else begin
        case(init_state)
             WAIT_150U:begin
                cnt_auto_ref <= 3'd0;
                if(power_on_wait_done)
                    init_state <= PRECHARGE;
             end
              PRECHARGE:begin
                init_state <= WAIT_TRP;
              end
              WAIT_TRP:begin
              if(trp_end)
                init_state <= AUTOREFRESH;
              end
              AUTOREFRESH:begin
                init_state <= WAIT_TRFC;
              end              
              WAIT_TRFC:begin
                if(trfc_end)begin
                    if(cnt_auto_ref == 3'd7)begin
                        init_state <= LOAD_MODE; 
                        end
                     else begin
                        init_state <= AUTOREFRESH;
                        cnt_auto_ref <= cnt_auto_ref + 3'd1; 
                     end
                end
              end
              LOAD_MODE:begin
                init_state <= WAIT_TMRD;
              end
              WAIT_TMRD:begin
              if(tmrd_end)
                init_state <= INIT_DONE;
              end
              INIT_DONE:
                init_state <= INIT_DONE;
              default :
                init_state <= WAIT_150U;              
        endcase
        end
        assign init_done = (init_state == INIT_DONE); 
       localparam CMD_NOP = 4'b0111;
       localparam CMD_PRECHARGE = 4'b0010;
       localparam CMD_AUTOREFRESH = 4'b0001;
       localparam CMD_LOAD_MODE = 4'b0000;
       always@(posedge sys_clk or negedge sys_rst_n) begin
       if (!sys_rst_n)begin
        init_cmd <= CMD_NOP;
        init_ba <= 2'b11;
        init_addr <= 12'hFFF;
        end else begin
        case(init_state)
        WAIT_150U, WAIT_TRP,WAIT_TRFC ,WAIT_TMRD: begin
           init_cmd <= CMD_NOP;
            init_ba <= 2'b11;
            init_addr <= 12'hFFF; 
        end
        PRECHARGE: begin
            init_cmd <= CMD_PRECHARGE;
            init_ba <= 2'b11;
            init_addr <= 12'hFFF;
        end
        AUTOREFRESH :begin
            init_cmd <= CMD_AUTOREFRESH;
            init_ba <= 2'b11;
            init_addr <= 12'hFFF;
        end
        LOAD_MODE: begin
            init_cmd <= CMD_LOAD_MODE;
            init_ba <= 2'b11;
            init_addr <= 12'b000_000_101_100;
        end 
        default: begin
            init_cmd <= CMD_NOP;
            init_ba <= 2'b11;
            init_addr <= 12'hFFF;
        end       
        endcase
        end
       end
endmodule
$ cat design/flow/run.sh
#!/bin/bash
# OpenROAD 26Q1-2900-gdf79404cd8, Yosys 0.63+post, stock flow scripts
make -C /OpenROAD-flow-scripts/flow DESIGN_CONFIG=/design/flow/config.mk WORK_HOME=/design/flow/orfs finish
==> results.toml <==
# implementation run metrics
[global_routing]
grt_pass1_vias = 923
grt_pass1_wl_mm = 4.30
antenna_found_initial = 0
grt_max_degree = 33
globalRouteOverflowTotal = 0
grtUsageTotal_pct = 4.42

[finish]
lay_top_cells = "dfrtp_1, nor2_1, clkdlybuf4s50_1, nand2_1, inv_1"
final_util_pct = 25.1
syn2layout_area_growth_pct = 19.3
nFillCells = 789
mi_logic_area_sq_um = 596
seqCellArea_sq_um = 807
final_common_cell = "dfrtp_1"
drive_gt1_share_pct = 14.2

[clocking]
cts_tree = "done"
cts_resized = 0
cts_max_path_buffers = 2
post_cts_buffers = 0
clk_pin_slew_worst_paths_ns = 0.07
cts_max_level = 2
clock-root-buffer = "clkbuf_8"
clock_latency_ns = 0.28
cts_hold_buffers = 0
cts_sinks = 32
cts_buffers = 5

[timing]
finalSetupViolCount = 0
hold_viol_final = 0
rsz0062_at_grt = "false"
finalCritPeriodShare_pct = 76.9
worst_pin_slew_ns = 0.657
fmax_mhz = 542
whs_ns = 0.426
relSlewSlack_pct = 55.6
drv_slew = 0
finalClockSkew_ns = 0.00517
min_period_ns = 1.85
fin_setup_tns_ns = 0

[critical_path]
cpLargestDelayFamily = "flip-flops"
r2r_end = "cnt_auto_ref[2]$_DFFE_PN0P_"
crit_type = "register to output port"
cp-end-kind = "output port"
critPathMaxStageDelay_ns = 0.59
crit_chain = "clkdlybuf4s50_1"
cp-start-kind = "register"
arrival_ns = 1.37
cp_num_buf_inv = 1
worstPathRequired_ns = 1.92
worstReg2RegStart = "count_clock[0]$_DFFE_PN0P_"
r2r_cells = 6
r2r_slack_ns = 0.67
crit_fanout = 9
critPathSlowestCell = "dfstp_2"

[power_and_ir_drop]
p_leak_nw = 0.820
p_per_area_nw_per_um2 = 578
power_mw = 1.06
ir_drop_mv = 0.339

[logic_synthesis]
yosys.cell_types.count = 36
syn_avg_cell_area_sq_um = 10.8
postSynthSeqShare_pct = 52.6
top_area_share_pct = 44.0
synth_cells = 142
ys.flops = 32
netlist_area_sq_um = 1530
ys_chip_area_sq_um = 1530
synthArstFlopShare_pct = 100
ys_cells = 142
synth.largest_area_cell = "dfrtp_1"
edf_count = 0
synth-main-ff-cell = "dfrtp_1"
synthTopCellsByArea = "dfrtp_1, dfstp_2, buf_4, ha_1, nor2_1"
yosys_warnings = 1

[route]
wl_per_cell_um = 9.69
diodes = 0
drc = 0
drt_iter0_drc = 27
drt-total-wl_mm = 2.46
postRouteAntennaNets = 0
vias_per_cell = 3.68
dr.pass1.iters = 4
routed-via-count = 934

[floorplanning]
ios = 21
die_h_um = 107
rows = 31
die-area_sq_um = 11400
die_w_um = 107
core_area_sq_um = 7290
initCoreUtil_pct = 21.0

[min_path]
hold_path.class = "register to register"
holdCritStartpoint = "init_state[5]$_DFF_PN0_"
min_path_cells = 1
hold_path_end = "init_addr[10]$_DFF_PN1_"

[place]
dp_hpwl_mm = 1.74
port-buffer-count = 14
gp_congestion = 0.774

[status]
outcome = "completed"

[run]
cap_violations = 0
warning_count = 27
[state kept, by name, summed over array words and instances (netlist names)]
| register | count |
|---|---|
| init_addr | 1 |
| count_clock | 3 |
| init_cmd | 3 |
| cnt_auto_ref | 3 |
| count_150us | 14 |
| init_state | 8 |
[kinds of logic (layout without fill, tap and decap cells)]
| logic type | after synthesis | count (layout) | share of synthesized area (%) |
|---|---|---|---|
| xor gates and xnor gates | 11 | 11 | 6.28 |
| muxes | 2 | 2 | 1.31 |
| and+or+nand+nor | 49 | 49 | 17.3 |
| DFF | 32 | 32 | 52.6 |
| AOI/OAI and AO/OA | 15 | 15 | 6.77 |
| other | 2 | 6 | 0.490 |
| adders and majority gates | 7 | 7 | 5.71 |
| buffers and inverters | 24 | 33 | 9.54 |
[worst reg2reg max path: stages (launching register included)]
cell and delay [ns]:
dfrtp_1 0.38, ha_1 0.16, ha_1 0.28, inv_1 0.11, nor3_1 0.39, a21oi_1 0.12, a22o_1 0.20
[area by class of cell]
type                       count  area share [%]
clock buffer                   5            3.76
clock inverter                 3            2.32
inverter                       8            1.64
multi-input combinational     90            32.5
sequential                    32            44.1
tap                           99            6.77
timing repair buffer          17            8.89
[cells in the mapped netlist (2+ instances only)]
master	number
o21ai_0	3
a21o_1	4
nand3_1	3
a22o_1	2
or2_2	2
conb_1	2
dfstp_2	5
a21oi_1	2
xnor2_1	6
inv_1	8
nand2b_1	2
nor3_1	5
ha_1	7
nor2b_1	3
nand2_1	9
mux2i_1	2
nor2_1	14
dfrtp_1	27
buf_4	15
xor2_1	5
[where the power goes]
group | switching (mW) | total, mW | internal, mW | leakage (nW)
Clock | 0.199 | 0.506 | 0.307 | 0.0541
Combinational | 0.0104 | 0.0128 | 0.00248 | 0.346
Sequential | 0 | 0.540 | 0.540 | 0.420
[routing by layer]
metal  vias to the layer above  track usage (%)  wire length [um]
met5                         -                0                 0
met4                         0            0.290                 8
met3                         2             2.49               254
met2                        25             6.32               974
met1                       436             6.00              1220
li1                        471                -                 -
[per-stage QoR]
step / cells / setup WS, ns / cell area [sq um]
after floorplan: 146 / 0.744 / 1550
after global placement: 246 / 0.750 / 1720
after detailed placement: 246 / 0.664 / 1720
after CTS: 254 / 0.535 / 1830
after global routing: 254 / 0.471 / 1830
final: 254 / 0.554 / 1830
[worst max path at each step]
stage | startpoint | to | slack (ns) | cells past startpoint
finish | init_addr[10]$_DFF_PN1_ | init_addr[6] | 0.55 | 1
global route | init_addr[10]$_DFF_PN1_ | init_addr[0] | 0.47 | 1
CTS | init_addr[10]$_DFF_PN1_ | init_addr[0] | 0.53 | 1
Power and IR drop assume default switching activity.
