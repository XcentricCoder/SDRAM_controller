## flow/run.sh

```bash
#!/bin/bash
# OpenROAD 26Q1-2900-gdf79404cd8, Yosys 0.63+post, stock flow scripts
make -C /OpenROAD-flow-scripts/flow DESIGN_CONFIG=/design/flow/config.mk WORK_HOME=/design/flow/orfs finish
```

## flow/config.mk

```make
export PLATFORM = sky130hd
export DESIGN_NAME = sdram_self_ref
export DESIGN_NICKNAME = sdram_self_ref
export VERILOG_FILES = /design/flow/design.v
export SDC_FILE = /design/flow/constraint.sdc
export NUM_CORES = 4
export LEC_CHECK = 1
export CORE_UTILIZATION = 40
```

## flow/constraint.sdc

```tcl
current_design sdram_self_ref

set clk_period 2.2
set clk_io_pct 0.2

create_clock -name clk0 -period $clk_period [get_ports {sys_clk}]

set non_clock_inputs [all_inputs -no_clocks]
set_input_delay [expr $clk_period * $clk_io_pct] -clock clk0 $non_clock_inputs
set_output_delay [expr $clk_period * $clk_io_pct] -clock clk0 [all_outputs]
```

## flow/design.v

```verilog
`timescale 1ns / 1ps
module sdram_self_ref(
    input wire sys_clk,
    input wire sys_rst_n,
    input wire sdram_init,
    input wire self_ref_en,
    output reg sdram_cke,
    output reg [3:0] sdram_cmd,
    output reg [1:0] sdram_ba,
    output reg [11:0] sdram_addr,
    output reg self_ref_done
    );
        parameter PRECHARGE = 4'b0010,
              AUTOREFRESH = 4'b0001,
              NOP = 4'b0111;
         parameter SR_IDLE = 4'b0000;            
         parameter SR_PRECHARGE = 4'b0001;       
         parameter SR_ENTRY = 4'b0010;           
         parameter SR_WAIT = 4'b0011;            
         parameter SR_EXIT = 4'b0100;            
         parameter SR_POST_REFRESH = 4'b0101;    
         parameter SR_WAIT_TRP = 4'b0110;        
         parameter SR_WAIT_TRFC1 = 4'b0111;      
         parameter SR_WAIT_TRFC2 = 4'b1000;      
         reg [3:0] sr_state;                     
         reg [12:0] ref_count;                   
         reg [3:0] tXSR_count;                   
         reg [2:0] trp_count;
         reg [3:0] trfc_count; 
         always@(posedge sys_clk or negedge sys_rst_n) begin
         if (!sys_rst_n) begin
            sr_state <= SR_IDLE;
            sdram_cke <= 1'b1;
            sdram_cmd <= NOP;
            sdram_ba <= 2'b11;
            sdram_addr <= 12'hfff;
            self_ref_done <= 1'b0;
            ref_count <= 13'd0;
            tXSR_count <= 4'd0;
            trp_count <= 0;
            trfc_count <= 0;
         end
         else begin
            case(sr_state)
                SR_IDLE: begin
                   self_ref_done <= 1'b0;
                   ref_count <= 13'd0;
                   tXSR_count <= 4'd0;
                   trp_count <= 0;
                   trfc_count <= 0;
                   if(sdram_init && self_ref_en)begin
                    sr_state <= SR_PRECHARGE;
                   end
                  end
                  SR_PRECHARGE: begin
                    sr_state <= SR_WAIT_TRP;
                    sdram_cmd <= PRECHARGE;
                   end 
                  SR_WAIT_TRP:begin
                    if(trp_count < 2) begin
                        sdram_cmd <= NOP;
                        trp_count <= trp_count + 1;
                        sr_state <= SR_WAIT_TRP;
                    end else begin
                        trp_count <= 0;
                        sr_state <= SR_ENTRY;
                    end
                  end
                  SR_ENTRY: begin
                    sdram_cke <= 1'b0;
                    sdram_cmd <= AUTOREFRESH;
                    sr_state <= SR_WAIT_TRFC1;
                  end
                  SR_WAIT_TRFC1: begin
                    sdram_cmd <= NOP;
                    if(trfc_count <8) begin
                        trfc_count <= trfc_count +1;
                        sr_state <= SR_WAIT_TRFC1;                        
                    end else begin
                        trfc_count <= 0;
                        sr_state <= SR_WAIT;
                    end
                  end
                  SR_WAIT: begin
                    sdram_cke <= 1'b0;
                    sdram_cmd <= NOP;
                    if(!self_ref_en) begin
                        sr_state <= SR_POST_REFRESH;
                    end
                  end
                  SR_POST_REFRESH: begin
                    sdram_cke <= 1'b1;
                    if(ref_count < 13'd4096) begin
                        sdram_cmd <= AUTOREFRESH;
                        ref_count <= ref_count +1;
                        sr_state <= SR_WAIT_TRFC2;
                        end 
                    else begin
                        sr_state <= SR_EXIT;
                        ref_count <= 13'd0;
                        end
                  end 
                  SR_WAIT_TRFC2: begin
                    sdram_cmd <= NOP;
                    if(trfc_count <8) begin
                        trfc_count <= trfc_count +1;
                        sr_state <= SR_WAIT_TRFC2;                        
                    end else begin
                        trfc_count <= 0;
                        sr_state <= SR_POST_REFRESH;
                    end
                  end
                  SR_EXIT: begin
                    sdram_cke <= 1'b1;
                    sdram_cmd <= NOP;
                    if(tXSR_count <= 4'd8) begin
                        tXSR_count <= tXSR_count +1;
                        sr_state <= SR_EXIT;
                    end
                    else begin
                        tXSR_count <= 4'd0;
                        sr_state <= SR_IDLE;
                        self_ref_done <= 1'b1;
                    end
                  end
                  default: sr_state <= SR_IDLE;               
            endcase
         end
         end 
endmodule
```

==> flow_summary.yaml <==
# yosys + openroad results
drt:
  ant_nets: 0
  drt_drc_violations_left: 0
  wl_per_cell_um: 12.69
  detailroute.via_count: 1346
  drt_first_iter_violations: 85
  wl_mm: 3.235
  num_antenna_cells: 0
  detail_route.first_pass.iterations: 4
  vias_per_cell: 5.278
power_and_ir_drop:
  totalPowerFinal_mw: 1.852
  p_leak_nw: 0.9680
  cellPowerDensity_nw_per_um2: 913.5
  power.ir.vdd_worst_uv: 381.7
logic_synthesis:
  postSynthCellCount: 193
  synth.cell_area_um2: 1893
  synthesis.area_per_instance_um2: 9.809
  post_synth_num_cell_types: 38
  ys_chip_area_um2: 1893
  yosysSeqAreaShare_pct: 50.56
  dominantRegCellSynth: "dfrtp_1"
  ys_flops: 38
  synth-async-reset-ratio_pct: 100.0
  ys_cells: 193
  synth-edff-count: 0
  synth.yosys.warnings: 1
grt:
  leftover_overflow_at_the_end_of_global_routing: 0
  global_route.usage.total_pct: 14.49
  grt_pass1_wl_mm: 5.651
  maximum_number_of_pins_on_one_net_before_global_route_repair: 21
  antenna_found_initial: 0
  grt_pass1_vias: 1252
worst_setup_path:
  end_kind: "primary output"
  worstSetupPathType: "register to primary output"
  critical_path.cell_chain: "clkdlybuf4s50_1"
  cp_top_family: "flip-flops"
  crit_path_max_incr_delay_ns: 0.55
  crit_slowest_cell: "dfstp_2"
  timing.critical_path.fanout_max: 3
  crit_buf_inv: 1
  crit_arrival_ns: 1.31
  cp_data_required_time_ns: 1.76
  worst_setup_path_start_kind: "register"
timing:
  report.final.setup_viol: 0
  rsz0062_at_grt: "no"
  final_hold_viol_count: 0
  clock-skew-final_ns: 0.003666
  finalWorstPathRequiredPeriod_ns: 1.754
  final-max-slew-violation-count: 0
  timing_worst_slew_pin_value_ns: 0.5826
  min_period_over_period_pct: 79.75
  totalNegativeSetupSlack_ns: 0
  slew_headroom_pct: 61.08
  achievable-frequency_mhz: 570.0
die:
  num_rows: 24
  chip_area_um2: 5012
  fp.coreArea_um2: 4444
  fp.dieH_um: 70.80
  floorplan.io_pins: 24
  core_util_floorplan_pct: 42.60
  die_width_um: 70.80
place:
  final_weighted_congestion_in_routability_driven_placement: 0.8071
  hpwl_mm: 2.264
  post_dp_cell_area_um2: 1947
  numPortBuffers: 8
cells_and_area:
  post_route_cells_drive_above_1_share_pct: 9.852
  area.combinational_um2: 800.8
  area_growth_syn_to_layout_pct: 7.072
  postLayoutCellArea_um2: 2027
  fillerInstances: 422
  register_area_um2: 957.2
clock_network:
  tritoncts.num_buffers: 5
  clkTransAtPathRegs_ns: 0.07
  count_of_buffers_added_by_post_cts_timing_repair_for_setup: 0
  clock_tree.root_cell: "clkbuf_8"
  numClockSinks: 38
  postCtsHoldBufs: 0
  cts_max_path_buffers: 2
  clkLatencyLatePin_ns: 0.29
  cts_tree: "built"
  cts_repair_resize_count: 0
  h_tree_levels: 2
min_path:
  hold_crit_class: "input pin to asynchronous set/reset pin"
run:
  openroad_warnings: 26
  max_cap_violations: 0
outcome:
  status: "completed"
final timing paths:
path	from	end	cells after the start	slack, ns
max in group asynchronous	sys_rst_n	sr_state[0]	2	1.45
min reg2reg	ref_count[6]	ref_count[6]	1	0.48
max	sdram_cmd[1]	sdram_cmd[1]	1	0.45
max reg2reg	sr_state[8]	sdram_cmd[0]	4	0.65
min in group clk0	ref_count[6]	ref_count[6]	1	0.48
min	sys_rst_n	trfc_count[0]	1	0.07
metal layers:
| metal | GRT usage, % | share of wire [%] | vias to the layer above |
|---|---|---|---|
| met1 | 22.45 | 50 | 636 |
| met5 | 0 | 0 | - |
| li1 | - | - | 671 |
| met2 | 21.15 | 43 | 35 |
| met3 | 4.913 | 4.9 | 4 |
| met4 | 2.222 | 1.7 | 0 |
area by class of cell:
cell class                      instances  share of cell area [%]
Sequential cell                        38                   47.22
Clock buffer                            8                   3.951
Multi-Input combinational cell        138                   39.51
Tap cell                               52                   3.210
Inverter                                9                   1.667
Timing Repair Buffer                   10                   4.444
cell usage after synthesis (all sizes together), types with 3 or more instances:
master  count  area, um2
nand2      20      75.07
nor3        3      15.01
dfstp       5      131.4
nor2       10      37.54
dfrtp      33      825.8
a21oi       7      35.03
nand4       4      40.04
ha          5      62.56
inv         9      33.78
nand2b      7      43.79
o22ai       3      18.77
buf        18      138.9
clkbuf      3      11.26
o21ai      24      120.1
a31oi       3      18.77
a21o        4      30.03
nand3       9      45.04
where the power goes:
group	total (mW)	switching [mW]	internal, mW	leakage, nW
clock	0.451	0.226	0.225	0.0395
sequential	0.961	0.118	0.843	0.500
combinational	0.440	0.237	0.203	0.429
cell usage in the layout (no fill, tap or decap), types with 3 or more instances in the layout:
cell / n
o22ai_1: 3
clkdlybuf4s50_1: 7
a21oi_1: 7
nand4_1: 3
clkbuf_8: 5
nor3_1: 3
dfstp_2: 5
o21ai_0: 24
dfrtp_1: 33
nand2_1: 20
ha_1: 5
nand3_1: 9
a31oi_1: 3
nor2_1: 10
clkbuf_1: 3
conb_1: 15
inv_1: 9
nand2b_1: 7
a21o_1: 4
sequential cells by signal, summed over array words and instances (netlist names):
| name | cells |
|---|---|
| ref_count | 13 |
| sr_state | 9 |
| tXSR_count | 4 |
| trfc_count | 4 |
| sdram_cmd | 3 |
| trp_count | 3 |
| sdram_cke | 1 |
| self_ref_done | 1 |
per-stage QoR:
stage               hold slack (ns)  cells  util (%)  worst slack (ns)
finish                      0.07444    255     45.61            0.4456
detailed placement           0.4008    247     43.81            0.6893
global placement             0.3954    247     43.81            0.7170
CTS                         0.08406    255     45.61            0.4248
global route                0.09186    255     45.61            0.3960
floorplan                    0.1444    206         -            0.8209
kinds of logic after synthesis:
group           count (synthesis)  share of synthesized area, %
compound gates                 51                         16.26
fa+ha+maj                       5                         3.305
buf+inv                        30                         9.715
flops                          38                         50.56
mux                             2                         1.190
other cells                     2                        0.3967
simple gates                   65                         18.57
Power figures rest on the tool's default switching activity, not on a simulated workload.
